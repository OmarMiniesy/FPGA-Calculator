==> flow/design.v <==
`timescale 1ns / 1ps
module clock #(parameter n = 50) (input in, output reg out);
reg [31:0] count;
initial out = 0;
initial count = 0; 
always @ (posedge(in)) begin  
if (count == n-1)
count <= 0;
else
begin count <= count+1;end
end
always @ (posedge(in)) begin  
if (count == n-1)
out <= out;
else
out <=~ out;
end
endmodule
==> flow/run.sh <==
#!/bin/bash
# OpenROAD 26Q1-2900-gdf79404cd8, Yosys 0.63+post, stock flow scripts
make -C /OpenROAD-flow-scripts/flow DESIGN_CONFIG=/design/flow/config.mk WORK_HOME=/design/flow/orfs finish
==> flow/config.mk <==
export PLATFORM = sky130hd
export DESIGN_NAME = clock
export DESIGN_NICKNAME = clock
export VERILOG_FILES = /design/flow/design.v
export SDC_FILE = /design/flow/constraint.sdc
export NUM_CORES = 4
export LEC_CHECK = 1
export CORE_AREA = 10 10 106 106
export DIE_AREA = 0 0 116 116
==> flow/constraint.sdc <==
current_design clock

set clk_period 5.4
set clk_io_pct 0.2

create_clock -name clk0 -period $clk_period [get_ports {in}]

set non_clock_inputs [all_inputs -no_clocks]
set_input_delay [expr $clk_period * $clk_io_pct] -clock clk0 $non_clock_inputs
set_output_delay [expr $clk_period * $clk_io_pct] -clock clk0 [all_outputs]
==> flow_summary.ini <==
; generated from flow reports
[global_route]
met1_usage_pct = 4.91
grt_max_degree = 11
grt_use_met3_pct = 1.73
antenna_found_initial = 0
grt.total_usage_pct = 3.41
met2_usage_pct = 4.55
busiest_layer = met1
grt-ovfl-total = 0
grt_pass1_wl_mm = 3.75
grt_pass1_vias = 847

[worst_setup_path]
crit_buf_inv = 1
start_kind = flop
critPathTopFamily = buffers and inverters
slowest_stage = clkdlybuf4s50_1
end_kind = primary output
crit_type = flop to primary output
crit_fanout = 2
worstPathRequired_ns = 4.32
cp.arrival_ns = 1.09
cp_slowest_stage_delay_ns = 0.46
crit_chain = clkdlybuf4s50_1

[die]
chipWidth_um = 116
coreArea_um2 = 8850
die_h_um = 116
ios = 2
fp-utilization_pct = 15.6
chipArea_um2 = 13500
num_rows = 34

[logic_synthesis]
ys_async_sr_fraction_pct = 0
netlist.area_leader.share_pct = 46.4
area_leaders = dfxtp_1 (46%), xnor2_1 (13%), xor2_1 (6.3%)
syn_area_um2 = 1380
synth-edff-count = 1
numSynthFlops = 33
yosysUniqueCellTypes = 22
yosysTopAreaCell = dfxtp_1
yosysWarnings = 1
synthTopCellsByCount = dfxtp_1 (32), xnor2_1 (20), nand2_1 (14)
flop_cell = dfxtp_1
ys_cells = 138
syn_avg_cell_area_um2 = 10.0
seq_area_frac_synth_pct = 48.6
yosys_area_um2 = 1380
syn_inst = 138
most_common_cell = dfxtp_1

[layout]
area_growth_syn_to_layout_pct = 17.0
num-fill-cells = 974
final-comb-area_um2 = 694
drive_above_1_share_pct = 15.0
regArea_um2 = 671
layout.cell_area.non_filler_um2 = 1620

[final_timing]
finalHoldViolCount = 0
finalCritPeriodShare_pct = 40.1
clock_skew_ns = 0.00656
finalSetupViolCount = 0
finalCriticalPeriod_ns = 2.17
fin_hold_ws_ns = 0.467
setup_ws_ns = 3.23
fmax_mhz = 462
slew_violations = 0
final.setup.tns_ns = 0
rsz0062_at_grt = no
relSlewSlack_pct = 74.4
tightestPinTransition_ns = 0.383

[detailed_routing]
avgRoutedWirePerCell_um = 8.63
viasPerCell = 3.60
remaining_drc_errors = 0
antenna_cells = 0
drt-initial-drc-count = 32
dr.pass1.iters = 4
postRouteAntennaNets = 0
drt-total-wl_mm = 2.20
dr_total_vias = 918

[pwr]
pwr_density_cell_nw_per_um2 = 267
power_uw = 431
p_leak_uw = 0.000534
ir_drop_uv = 72.0

[clocking]
cts_tree = built
cts_buffers = 5
postCtsHoldBufs = 0
clk_pin_slew_ns = 0.07
post_cts_buffers = 0
htree_levels = 2
clock-sinks = 33
cts_resized = 0
worstSkewPairLatency_ns = 0.28
clock-root-buffer = clkbuf_8
cts.path.max_buffers = 2

[place]
dp_slack_ns = 3.53
numPortBuffers = 1
dpl.hpwl_mm = 1.55
placed_cell_area_um2 = 1530
gp_congestion = 0.738

[outcome]
outcome = completed

[worst_hold_path]
min_path_type = flop to flop

[run]
drv_cap = 0
warnings = 26
[area by class of cell]
cell class	count	share of cell area, %
Clock buffer	8	5.58
Inverter	4	0.930
Multi-Input combinational cell	101	43.0
Sequential cell	33	41.5
Tap cell	108	8.37
Timing Repair Buffer	1	0.620
[path summary, 6_finish.rpt]
kind	startpoint	end	slack [ns]	cells after the start
worst max-delay path	out	out	3.23	1
worst min-delay path	count[31]	count[31]	0.47	1
worst max register to register	count[0]	count[26]	3.72	6
worst min register to register	count[31]	count[31]	0.47	1
[metal layers]
layer	up-vias	wire (µm)
met5	-	0
met4	0	15
met3	2	111
met2	9	856
met1	412	1220
li1	495	-
[power by group]
group	switching, µW	internal, µW	total (µW)	leakage, µW
Sequential	0	244	244	0.000269
Combinational	0	0	0.000220	0.000220
Clock	83.0	104	187	0.0000455
Total	83.0	348	431	0.000534
[cell usage in the layout, fill, tap and decap left out]
cell type        count
clkdlybuf4s50_1      1
and2_2               3
xnor2_1             20
and3_2               3
nor4b_1              1
clkbuf_1             2
nor3_2               4
dfxtp_1             32
nor2_1              11
inv_1                4
edfxtp_1             1
xor2_1              10
or2_2                1
and4_4               2
and4_2               1
nor3_1               3
and3_1               2
ha_1                 2
nand3_4              1
nor4_1               6
nand4_1              9
nor2_2               1
nand2_1             14
nand3_1              7
clkbuf_8             6
[sequential cells by signal, summed over array words and instances (netlist names)]
signal and count:
count 32, out 1
[through the flow]
step	std cells	utilization, %
after global routing	255	18.3
after floorplan	138	-
after CTS	255	18.3
final	255	18.3
after detailed placement	247	17.2
after global placement	247	17.2
[logic make-up (layout without fill, tap and decap cells)]
group | after synthesis | count (layout) | share of synthesized area, %
AND/OR/NAND/NOR | 69 | 69 | 29.5
flip-flops | 33 | 33 | 48.6
XOR/XNOR | 30 | 30 | 19.0
buffers and inverters | 4 | 13 | 1.09
adder cells (fa/ha/maj) | 2 | 2 | 1.81
Power and IR drop assume default switching activity.
